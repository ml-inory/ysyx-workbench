==> design.v <==
module bcd8seg(
  input  [3:0] b,
  output reg [7:0] h
);
    always @(*) begin
        case(b)
            4'h0:   h = ~8'b11111100;
            4'h1:   h = ~8'b01100000;
            4'h2:   h = ~8'b11011010;
            4'h3:   h = ~8'b11110010;
            4'h4:   h = ~8'b01100110;
            4'h5:   h = ~8'b10110110;
            4'h6:   h = ~8'b10111110;
            4'h7:   h = ~8'b11100000;
            4'h8:   h = ~8'b11111110;
            4'h9:   h = ~8'b11110110;
            4'ha:   h = ~8'b11111100;
            4'hb:   h = ~8'b01100000;
            4'hc:   h = ~8'b11011010;
            4'hd:   h = ~8'b11110010;
            4'he:   h = ~8'b01100110;
            4'hf:   h = ~8'b10110110;
            default:    h = 8'hff;
        endcase
    end
endmodule
module top(
    input[3:0] a,
    input[3:0] b,
    output reg[7:0] h,
    output overflow
);
    wire[3:0] s;
    FourBitAdder fa(
        .a(a),
        .b(b),
        .s(s),
        .overflow(overflow)
    );
    bcd8seg seg(
        .b(s),
        .h(h)
    );
endmodule
module FourBitAdder(
    input[3:0] a,
    input[3:0] b,
    output reg[3:0] s,
    output overflow
);
    wire[2:0] co_temp;
    FullAdder fa0(
        .a(a[0]),
        .b(b[0]),
        .ci(1'b0),
        .s(s[0]),
        .co(co_temp[0])
    );
    FullAdder fa1(
        .a(a[1]),
        .b(b[1]),
        .ci(co_temp[0]),
        .s(s[1]),
        .co(co_temp[1])
    );
    FullAdder fa2(
        .a(a[2]),
        .b(b[2]),
        .ci(co_temp[1]),
        .s(s[2]),
        .co(co_temp[2])
    );
    FullAdder fa3(
        .a(a[3]),
        .b(b[3]),
        .ci(co_temp[2]),
        .s(s[3]),
        .co(overflow)
    );
endmodule
module FullAdder(
    input a,
    input b,
    input ci,
    output s,
    output co
);
    wire xor_ab;
    assign xor_ab = a ^ b;
    assign s = xor_ab ^ ci;
    assign co = (a & b) ^ (ci & xor_ab);
endmodule
==> run.sh <==
#!/bin/bash
# OpenROAD 26Q1-2900-gdf79404cd8, Yosys 0.63+post, stock flow scripts
make -C /OpenROAD-flow-scripts/flow DESIGN_CONFIG=/design/flow/config.mk WORK_HOME=/design/flow/orfs finish
==> config.mk <==
export PLATFORM = sky130hd
export DESIGN_NAME = top
export DESIGN_NICKNAME = top
export VERILOG_FILES = /design/flow/design.v
export SDC_FILE = /design/flow/constraint.sdc
export NUM_CORES = 4
export LEC_CHECK = 1
export CORE_AREA = 10 10 70 70
export DIE_AREA = 0 0 80 80
==> constraint.sdc <==
current_design top

set clk_period 3.0
set clk_io_pct 0.2

create_clock -name clk0 -period $clk_period

set non_clock_inputs [all_inputs -no_clocks]
set_input_delay [expr $clk_period * $clk_io_pct] -clock clk0 $non_clock_inputs
set_output_delay [expr $clk_period * $clk_io_pct] -clock clk0 [all_outputs]
==> results.sh <==
# physical design summary
export IMPL_whs_path_depth=6
export IMPL_ff_latch_area_sq_um=0
export IMPL_n_clock_buffer=0
export IMPL_firstDrtPassIters=3
export IMPL_logic_area_sq_um=345.3
export IMPL_status="finished, violations left"
export IMPL_path_cells="buf_6, ha_4, inv_2, fa_2, fa_2, inv_2, fa_2, buf_6, xor2_1, mux2_4, buf_6"
export IMPL_drtIter0Drc=4
export IMPL_openroad_warnings=40
export IMPL_yosysWarnings=1
export IMPL_rows=21
export IMPL_vias=347
export IMPL_grt_max_degree=10
export IMPL_fill_cells=393
export IMPL_power_leakage_nw=0.3086
export IMPL_min_path_type="input pin to output port"
export IMPL_start_kind="input pin"
export IMPL_finalSetupViolCount=7
export IMPL_drv_slew=0
export IMPL_worstPathArrival_ps=2730
export IMPL_die_w_microns=80
export IMPL_io_buffers=16
export IMPL_place_hpwl_microns=794.8
export IMPL_synthDistinctLibCells=17
export IMPL_grt_usage_pct=2.860
export IMPL_synth_seq_share_pct=0
export IMPL_place_gp_congestion=0.7180
export IMPL_fmax_mhz=299.9
export IMPL_violations="negative setup slack"
export IMPL_post_route_drc_count=0
export IMPL_utilization_pct=19.49
export IMPL_synth_top_area_share_pct=24.82
export IMPL_critical_path_depth=11
export IMPL_fp_util_pct=10.33
export IMPL_post_route_period_util_pct=111.2
export IMPL_coreArea_sq_um=3416
export IMPL_path_delay_family="adder cells"
export IMPL_gr_total_overflow=0
export IMPL_hold_viol_final=0
export IMPL_ios=17
export IMPL_antenna_found_initial=0
export IMPL_post_place_cells=107
export IMPL_total_power_mw=0.2076
export IMPL_grt_pass1_vias=386
export IMPL_drive_gt1_share_pct=63.08
export IMPL_die_y_microns=80
export IMPL_critPathRequiredTime_ps=2400
export IMPL_final_cells=111
export IMPL_viasPerCell=3.126
export IMPL_yosys_top_cells_count="8 x inv_1, 7 x ha_1, 4 x a21oi_1, 4 x nor2_1, 3 x fa_1"
export IMPL_peakVddDrop_mv=0.1100
export IMPL_synth_most_common_cell="inv_1"
export IMPL_num_antenna_cells=0
export IMPL_grt_pass1_wl_mm=1.573
export IMPL_critical_path_buf_inv_count=5
export IMPL_routed_wl_microns=946
export IMPL_syn_inst=40
export IMPL_whs_ps=1834
export IMPL_routedWlPerCell_microns=8.523
export IMPL_rsz0062_at_grt="true"
export IMPL_fin_crit_ps=3335
export IMPL_yosysCellCount=40
export IMPL_syn_to_final_growth_pct=88.65
export IMPL_ant_nets=0
export IMPL_syn_cell_area_sq_um=352.8
export IMPL_setup_slack_ps=-334.9
export IMPL_cap_violations=0
export IMPL_power_density_nw_per_um2=311.9
export IMPL_syn_area_per_cell_sq_um=8.821
export IMPL_post_place_ws_ps=-1119
export IMPL_path_class="input pin to output port"
export IMPL_largest_area_cell="ha_1"
export IMPL_area_leaders="ha_1 25%, fa_1 17%, inv_1 8.5%"
export IMPL_yosysChipArea_sq_um=352.8
export IMPL_cts_hold_buf=0
export IMPL_critPathMaxStageDelay_ps=520
export IMPL_cp_slowest_cell="fa_2"
export IMPL_die_area_sq_um=6400
export IMPL_cp_max_fo=6
export IMPL_seq_cells=0
export IMPL_worstSetupEndpointType="output port"
[stage by stage]
step | instance area [sq um] | TNS (ps)
global route | 665.6 | -2080
finish | 665.6 | -1475
CTS | 671.9 | -2047
floorplan | 357.8 | -79.60
detailed placement | 605.6 | -7536
global placement | 605.6 | -7319
[cell families (layout without fill, tap and decap cells)]
group	Yosys count	after routing	share of synthesized area [%]
fa+ha+maj	10	10	41.84
xor+xnor	1	1	2.483
buf+inv	11	36	17.02
simple gates	7	7	8.157
mux	4	4	19.86
compound gates	6	6	9.577
other cells	1	1	1.063
[power by group]
| group | switching [mW] | leakage, nW | internal [mW] | total (mW) |
|---|---|---|---|---|
| combinational | 0.0819 | 0.309 | 0.126 | 0.208 |
| sequential | 0 | 0 | 0 | 0 |
| clock | 0 | 0 | 0 | 0 |
[per-layer routing]
metal / track usage [%] / wire (microns)
met1: 3.900 / 461
met2: 4.655 / 438
met4: 0 / 0
met5: 0 / 0
met3: 0.7955 / 46
[layout by cell type (no fill, tap or decap), drive strengths merged]
master,n
xor2,1
fa,3
conb,1
ha,7
clkdlybuf4s50,5
nor2,4
a211oi,1
nor2b,1
buf,22
inv,8
o22ai,1
clkbuf,1
a21oi,4
mux2i,1
mux2,1
nand2,2
mux4,2
[what timing repair did]
| item | 4_1_cts | 5_1_grt |
|---|---|---|
| endpoints found under the setup margin | 8 | 7 |
| buffers inserted | 5 | 0 |
| pin swaps | 7 | 6 |
| gates resized | 55 | 5 |
| cloned | 0 | 0 |
[final timing paths]
kind | from | end | slack (ps)
max | b[0] | h[1] | -330
min | a[0] | h[3] | 1830
[cell type report]
class / instances / area share (%)
well taps: 46 / 8.647
inverters: 8 / 4.511
multi-input cells: 29 / 51.88
repair buffers: 28 / 34.96
Power and IR drop assume default switching activity.
