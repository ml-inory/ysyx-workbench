File: /design/flow/design.v
module Encoder83(
    input[7:0] x,
    input en,
    output reg[2:0] y,
    output reg zero
);
  always @(x or en) begin
    if (en) begin
        casex(x)
            8'b0000000x:    y = 3'b000;
            8'b0000001x:    y = 3'b001;
            8'b000001xx:    y = 3'b010;
            8'b00001xxx:    y = 3'b011;
            8'b0001xxxx:    y = 3'b100;
            8'b001xxxxx:    y = 3'b101;
            8'b01xxxxxx:    y = 3'b110;
            8'b1xxxxxxx:    y = 3'b111;
        endcase
        zero = (x == 8'h00) ? 1'b0 : 1'b1;
    end
    else begin
        y = 3'b000;
        zero = 1'b0;
    end
  end
endmodule
File: /design/flow/run.sh
#!/bin/bash
# OpenROAD 26Q1-2900-gdf79404cd8, Yosys 0.63+post, stock flow scripts
make -C /OpenROAD-flow-scripts/flow DESIGN_CONFIG=/design/flow/config.mk WORK_HOME=/design/flow/orfs finish
File: /design/flow/config.mk
export PLATFORM = sky130hd
export DESIGN_NAME = Encoder83
export DESIGN_NICKNAME = Encoder83
export VERILOG_FILES = /design/flow/design.v
export SDC_FILE = /design/flow/constraint.sdc
export NUM_CORES = 4
export LEC_CHECK = 1
export CORE_AREA = 10 10 70 70
export DIE_AREA = 0 0 80 80
File: /design/flow/constraint.sdc
current_design Encoder83

set clk_period 1.5
set clk_io_pct 0.2

create_clock -name clk0 -period $clk_period

set non_clock_inputs [all_inputs -no_clocks]
set_input_delay [expr $clk_period * $clk_io_pct] -clock clk0 $non_clock_inputs
set_output_delay [expr $clk_period * $clk_io_pct] -clock clk0 [all_outputs]
==> GITHUB_STEP_SUMMARY <==
## PnR job results

| Metric | Value |
|---|---|
| Global-route congestion overflow total | `0` |
| Most instantiated logic cells after routing | `dlygate4sd2_1, buf_4, buf_2` |
| YS chip area | `93.8 sq um` |
| Leakage | `0.127 nW` |
| Via count of the first global-routing pass | `172` |
| Reg area | `0 sq um` |
| Die Y-Extent | `80 microns` |
| Req. time, crit path | `1.20 ns` |
| Synth area leaders | `nor4_4, nor2_1, nor3_2` |
| Hold Crit Class | `in2out` |
| Routed WL per cell | `7.71 microns` |
| Synth cell types | `10` |
| Dominant cell area share | `0.227` |
| CP startpoint kind | `primary input` |
| Port Buffers | `13` |
| Yosys Instances | `13` |
| Routability cong. | `0.726` |
| Crit path kind | `in2out` |
| Tot GR Track Use | `0.0164` |
| Synth Warn # | `1` |
| Max Cap Viol | `0` |
| Initial antenna violation count | `0` |
| Fin crit period | `1.46 ns` |
| Clock buffer count | `0` |
| NetSw | `0.0000223 W` |
| Detailed Route Iter0 Violations | `1` |
| Final setup fails | `0` |
| Headroom to the max-slew limit | `0.845` |
| Setup_tns | `0 ns` |
| Max Freq | `683 MHz` |
| Fill cell count | `411` |
| CP startpoint | `x[6]` |
| Worst setup EP type | `output port` |
| Chip Area | `6400 sq um` |
| Die x size | `80 microns` |
| Switch share | `0.392` |
| Core Util, Final | `0.0897` |
| Vias per std cell | `2.21` |
| Via count | `168` |
| Seq/Total Area, Yosys | `0` |
| Final antenna-violating net count | `0` |
| Pin count of the biggest net entering global routing | `4` |
| Syn Inst Count | `13` |
| I/O pin count | `13` |
| Status | `finished clean` |
| Internal Power | `0.0000347 W` |
| Final hold vios | `0` |
| DR DRC count | `0` |
| First-pass GRT wire length | `841 microns` |
| Slew Viols, Final | `0` |
| Flop count | `0` |
| Crit share post-route | `0.976` |
| Total Routed Length | `586 microns` |
| Area of the core | `3420 sq um` |
| Tool warning count | `33` |
| PwrDens | `186 nW/um^2` |
| DP Wirelength | `490 microns` |
| Peak VDD IR | `0.0186 mV` |
| Worst Tran Pin Value | `0.233 ns` |
| TritonRoute pass-1 iters | `3` |
| Hold buffers post-CTS | `0` |
| Crit-path max FO | `3` |
| Ant diodes | `0` |
| Sequential share of power | `0` |
| Rows | `21` |
| Combinational share of power | `1.000` |
| Fraction of layout cells with a size suffix above 1 | `0.533` |
| Core Util at FP | `0.0275` |
| Hold slack | `0.968 ns` |
| Synthesized area | `93.8 sq um` |
| CP arrival | `1.16 ns` |
| Cell type with the largest total area | `nor4_4` |
| RSZ-0062 raised after global routing | `yes` |
| Syn-to-layout area delta | `227%` |
| Clock power share | `0` |
| Worst Hold Launch | `x[5]` |
| Avg Cell Area, Syn | `7.22 sq um` |
## through the flow
step                area, sq um  cells  total power, W  setup slack, ns
CTS                         303     76       0.0000563          0.00102
floorplan                  93.8     13       0.0000122            0.365
global placement            282     72       0.0000576           -0.686
finish                      307     76       0.0000570           0.0358
global route                307     76       0.0000619          -0.0239
detailed placement          282     72       0.0000583           -0.723
## cells in the mapped netlist
cell	count
nor3_2	1
nor4_4	1
nor3_1	1
a221oi_1	1
a31oi_1	1
nand2b_1	1
inv_1	2
nor2_1	3
o31a_1	1
and3b_1	1
## cell type report
cell class / instances / area (sq um) / area share
timing repair buffer: 17 / 141 / 0.461
multi-input combinational: 11 / 100 / 0.327
tap: 46 / 57.6 / 0.188
inverter: 2 / 7.51 / 0.0245
## per-layer routing
metal / track usage / routed length [microns] / part of all wire
met4: 0 / 0 / 0
met2: 0.0297 / 278 / 0.47
met3: 0.00682 / 63 / 0.11
met1: 0.0185 / 243 / 0.41
met5: 0 / 0 / 0
## critical path: stages
cell,delay [ns]
buf_8,0.10
nor4_4,0.27
buf_4,0.17
and3b_1,0.17
nor3_2,0.04
buf_2,0.12
## path summary, 6_finish.rpt
path	slack (ns)	end	cells after the start
max	0.04	y[0]	6
min	0.97	y[0]	4
## power groups by stage
| stage | Sequential (W) | Combinational [W] | Clock [W] |
|---|---|---|---|
| after CTS | 0 | 0.0000563 | 0 |
| final | 0 | 0.0000570 | 0 |
| after global routing | 0 | 0.0000619 | 0 |
## cell families after synthesis
family                 share of synthesized area
buffers and inverters                     0.0800
and+or+nand+nor                            0.667
AOI/OAI and AO/OA                          0.253
## repair_timing
item / 4_1_cts / 5_1_grt
pin swaps: 5 / 3
gates resized: 35 / 4
buffers inserted: 4 / 0
setup endpoints to repair: 4 / 3
Power and IR drop assume default switching activity.
