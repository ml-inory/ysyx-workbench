==> flow/design.v <==
module clk_div(
    input clk,
    input rst,
    output clk_en
);
    reg[24:0] clk_count;
    always @(posedge clk) begin
        if (rst)
            clk_count <= 0;
        else
            clk_count <= clk_count + 1;
    end
    assign clk_en = &clk_count;
endmodule
==> flow/run.sh <==
#!/bin/bash
# OpenROAD 26Q1-2900-gdf79404cd8, Yosys 0.63+post, stock flow scripts
make -C /OpenROAD-flow-scripts/flow DESIGN_CONFIG=/design/flow/config.mk WORK_HOME=/design/flow/orfs finish
==> flow/config.mk <==
export PLATFORM = sky130hd
export DESIGN_NAME = clk_div
export DESIGN_NICKNAME = clk_div
export VERILOG_FILES = /design/flow/design.v
export SDC_FILE = /design/flow/constraint.sdc
export NUM_CORES = 4
export LEC_CHECK = 1
export CORE_AREA = 10 10 104 104
export DIE_AREA = 0 0 114 114
==> flow/constraint.sdc <==
current_design clk_div

set clk_period 6.0
set clk_io_pct 0.2

create_clock -name clk0 -period $clk_period [get_ports {clk}]

set non_clock_inputs [all_inputs -no_clocks]
set_input_delay [expr $clk_period * $clk_io_pct] -clock clk0 $non_clock_inputs
set_output_delay [expr $clk_period * $clk_io_pct] -clock clk0 [all_outputs]
==> results.sh <==
# implementation run metrics
export IMPL_ant_nets=0
export IMPL_grt_pass1_vias=883
export IMPL_flip_flops_with_a_built_in_enable=0
export IMPL_finalCritPeriodShare_pct=56.39
export IMPL_slew_headroom_pct=78.80
export IMPL_netSwitchingFraction_pct=21.49
export IMPL_globalRoute_busiestLayer="met2"
export IMPL_number_of_clock_buffers_inserted_by_tritoncts=3
export IMPL_timing_critical_path_arrival_ns=2.18
export IMPL_internal_power_mw=0.2172
export IMPL_root_buffer="clkbuf_8"
export IMPL_reg_to_reg_critical_path_endpoint="clk_count[23]$_SDFF_PP0_"
export IMPL_cp_start_kind="flop"
export IMPL_setup_repair_after_global_routing_missed_its_margin="no"
export IMPL_cp_slowest_stage_delay_ns=0.49
export IMPL_regMostFlops="clk_count"
export IMPL_clock_insertion_delay_worst_skew_ns=0.27
export IMPL_die_w_um=114
export IMPL_hold_violations=0
export IMPL_worst_path_max_fanout=10
export IMPL_hold_path_endpoint="clk_count[24]$_SDFF_PP0_"
export IMPL_hold_class="flop to flop"
export IMPL_postPlaceCellArea_um2=1281
export IMPL_largest_register_ffs=25
export IMPL_grt_util_met2_pct=5.581
export IMPL_avgRoutedWirePerCell_um=8.411
export IMPL_globalRouteMet1Util_pct=4.137
export IMPL_timing_worst_slew_pin_value_ns=0.3152
export IMPL_core_util_floorplan_pct=13.21
export IMPL_overall_power_consumption_mw=0.2766
export IMPL_clk_pin_slew_worst_paths_ns=0.09
export IMPL_yosys_area_share_aoi_pct=9.607
export IMPL_tritoncts="built"
export IMPL_postLayoutCellArea_um2=1330
export IMPL_yosysCellCount=130
export IMPL_synth_area_per_cell_um2=8.816
export IMPL_dr_total_vias=874
export IMPL_vdd_ir_drop_max_v=0.00008161
export IMPL_number_of_warnings_in_the_stage_logs=25
export IMPL_endpoint_kind="primary output"
export IMPL_critical_path_n_buffers_inverters=1
export IMPL_num_rows=34
export IMPL_postSynth_asyncResetShare_pct=0
export IMPL_timing_critical_path_max_delay_family="simple AND/OR/NAND/NOR gates"
export IMPL_routed_via_density=3.627
export IMPL_timing_hold_worst_path_depth=2
export IMPL_path_cells="ha_1, and4_2, nand4_1, nor3_1, clkdlybuf4s50_1"
export IMPL_power_switching_mw=0.05944
export IMPL_pre_repair_dr_iteration_count=4
export IMPL_synth_lib_cells_used_distinct=26
export IMPL_postCtsSetupBuffers=0
export IMPL_final_core_util_pct=15.33
export IMPL_critPathSlowestCell="clkdlybuf4s50_1"
export IMPL_power_density_nw_per_um2=208.0
export IMPL_n_antenna_cell=0
export IMPL_simple_gate_share_pct=33.08
export IMPL_groute_layer_met3_usage_pct=1.489
export IMPL_synth_adder_area_share_pct=1.092
export IMPL_global_route_wire_length_before_repair_um=3760
export IMPL_setup_viol_count_final=0
export IMPL_grt_ovfl_total=0
export IMPL_tns_ns=0
export IMPL_ys_warn_count=1
export IMPL_post_synth_mux_area_share_pct=0
export IMPL_final_setup_skew_ns=0.01108
export IMPL_power_static_leakage_nw=0.3844
export IMPL_worst_case_reg_to_reg_path_depth=4
export IMPL_gpl_final_weighted_congestion=0.7452
export IMPL_cts_hold_repair_buffers=0
export IMPL_htreeDepth=1
export IMPL_grt_start_max_net_pins=26
export IMPL_outcome="finished clean"
export IMPL_synth_yosys_seq_area_share_pct=43.67
export IMPL_combinationalPowerShare_pct=2.3
export IMPL_filler_cell_count=983
export IMPL_critical_path_reg2reg_startpoint="clk_count[2]$_SDFF_PP0_"
export IMPL_syn_instance_count=130
export IMPL_drv_max_cap_violation_count=0
export IMPL_criticalPathCategory="flop to primary output"
export IMPL_ys_chip_area_um2=1146
export IMPL_grt_use_total_pct=3.375
export IMPL_post_route_min_period_ns=3.383
export IMPL_clockBufferDepth=2
export IMPL_drt_first_iter_violations=58
export IMPL_crit_required_ns=4.80
export IMPL_placeableCoreArea_um2=8678
export IMPL_wl_um=2027
export IMPL_postCtsResizedCells=0
export IMPL_synth_flops=25
export IMPL_boundaryPins=3
export IMPL_drc_violations=0
export IMPL_worstHoldStart="clk_count[24]$_SDFF_PP0_"
export IMPL_pwr_share_clk_pct=36.3
export IMPL_area_delta_synth_final_pct=16.05
export IMPL_max_freq_ghz=0.2956
export IMPL_xor_share_pct=9.170
export IMPL_chip_area_um2=13000
export IMPL_report_final_slew_viol_count=0
export IMPL_die_size_y_um=114
export IMPL_largest_registers="clk_count x25"
export IMPL_initial_antenna_violation_count=0
export IMPL_post_route_cells_drive_above_1_share_pct=7.519
export IMPL_pwr_share_seq_pct=61.4
export IMPL_timing_reg2reg_setup_slack_ns=4.12
export IMPL_syn_area_um2=1146
export IMPL_synthTopLogicFamily="simple AND/OR/NAND/NOR gates"
export IMPL_clkSinkCount=25
export IMPL_synthFlopType="dfxtp_1"
export IMPL_dp_hpwl_um=1403
export IMPL_numPortBuffers=2
per-stage QoR:
step	setup slack [ns]	hold WS, ns	cells
global placement	2.898	0.4713	237
global route	2.383	0.5301	241
floorplan	3.591	0.4513	130
detailed placement	2.895	0.4829	237
CTS	2.602	0.4953	241
finish	2.617	0.4879	241
cell usage after synthesis (3+ instances only):
cell	count	area, um2
nand3_1	8	40.04
inv_1	3	11.26
nor4_1	3	18.77
xor2_1	4	35.03
dfxtp_1	25	500.5
nor2_1	13	48.80
a21oi_1	11	55.05
xnor2_1	8	70.07
nor3_1	4	20.02
o21ai_0	11	55.05
or3_1	9	56.30
nand2_1	7	26.28
nand4_1	5	31.28
and4_1	3	26.28
worst reg2reg max path: stages, from the launching register on:
cell and delay [ns]:
dfxtp_1 0.44, nand4_4 0.17, or4_1 0.70, or3_1 0.36
a21oi_1 0.14
cells by family (layout without fill, tap and decap cells):
logic type | Yosys count | in the layout
compound gates | 22 | 22
xor+xnor | 12 | 12
fa+ha+maj | 1 | 1
buf+inv | 7 | 10
flops | 25 | 25
simple gates | 63 | 63
per-layer routing:
metal | part of all wire, % | vias up
li1 | - | 471
met1 | 51 | 392
met2 | 44 | 11
met3 | 5.5 | 0
met4 | 0 | 0
met5 | 0 | -
cell usage in the layout, fill, tap and decap left out:
cell / netlist / routed
a21oi_1: 11 / 11
and2_1: 2 / 2
and4_1: 3 / 3
and4_2: 2 / 2
buf_4: 1 / 1
clkbuf_8: 0 / 3
clkdlybuf4s50_1: 0 / 2
clkinvlp_4: 0 / 1
dfxtp_1: 25 / 25
ha_1: 1 / 1
inv_1: 3 / 3
nand2_1: 7 / 7
nand3_1: 8 / 8
nand4_1: 5 / 5
nand4_4: 2 / 2
nand4b_1: 1 / 1
nor2_1: 13 / 13
nor2b_1: 2 / 2
nor3_1: 4 / 4
nor4_1: 3 / 3
o21ai_0: 11 / 11
or3_1: 9 / 9
or3_2: 1 / 1
or4_1: 1 / 1
xnor2_1: 8 / 8
xor2_1: 4 / 4
worst max path at each step:
stage	from	to	slack (ns)	cells past startpoint
CTS	clk_count[0]$_SDFF_PP0_	clk_en	2.60	5
global route	clk_count[0]$_SDFF_PP0_	clk_en	2.38	5
finish	clk_count[0]$_SDFF_PP0_	clk_en	2.62	5
final cells by class:
cell class / count / area, um2 / area share, %
flip-flops and latches: 25 / 500.5 / 37.63
clock buffers: 3 / 41.29 / 3.104
multi-input cells: 98 / 606.8 / 45.63
inverters: 3 / 11.26 / 0.8467
clock inverters: 1 / 7.507 / 0.5644
repair buffers: 3 / 27.53 / 2.070
well taps: 108 / 135.1 / 10.16
power groups by stage:
stage	Combinational (mW)	Clock, mW	Sequential, mW
5_1_grt	0.00736	0.112	0.170
6_report	0.00641	0.100	0.170
4_1_cts	0.00652	0.105	0.170
Power is estimated from default activity; no workload was simulated.
